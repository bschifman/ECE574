[flow/config.mk]
export PLATFORM = sky130hd
export DESIGN_NAME = circuit5
export DESIGN_NICKNAME = circuit5
export VERILOG_FILES = /design/flow/design.v
export SDC_FILE = /design/flow/constraint.sdc
export NUM_CORES = 4
export LEC_CHECK = 1
export CORE_UTILIZATION = 30
[flow/design.v]
`timescale 1ns / 1ps
module circuit5(a, b, c, clk, rst, z, x);
input [63:0] a, b, c;
input clk, rst;
output [31:0] z, x;
wire [63:0] d, e, f, g, h; 
wire dLTe, dEQe; 
wire [63:0] xrin, zrin;
wire [63:0] greg, hreg;
ADD     #(.DATAWIDTH(64))    ADD_0(a, b, d);
ADD     #(.DATAWIDTH(64))    ADD_1(a, c, e);
SUB     #(.DATAWIDTH(64))    SUB_0(a, b, f);
COMP    #(.DATAWIDTH(64))    COMP_0(.a(d), .b(e), .eq(dEQe));
COMP    #(.DATAWIDTH(64))    COMP_1(.a(d), .b(e), .lt(dLTe));
MUX2x1  #(.DATAWIDTH(64))    MUX2x1_0(d, e, dLTe, g);
MUX2x1  #(.DATAWIDTH(64))    MUX2x1_1(g, f, dEQe, h);
REG     #(.DATAWIDTH(64))    REG_0(g, rst, clk, greg);
REG     #(.DATAWIDTH(64))    REG_1(h, rst, clk, hreg);
SHL     #(.DATAWIDTH(64))    SHL_0(hreg, dLTe, xrin);
SHR     #(.DATAWIDTH(64))    SHR_0(greg, dEQe, zrin);
REG     #(.DATAWIDTH(64))    REG_2(xrin, rst, clk, x);
REG     #(.DATAWIDTH(64))    REG_3(zrin, rst, clk, z);
endmodule
`timescale 1ns / 1ps
module ADD(a, b, sum);
    parameter DATAWIDTH = 8;
    input [DATAWIDTH-1:0] a, b;
    output reg [DATAWIDTH:0] sum;     
    always @ (a, b) begin
       sum <= a + b;
    end
endmodule
`timescale 1ns / 1ps
module COMP(a, b, gt, lt, eq);
    parameter DATAWIDTH = 2;
    input [DATAWIDTH-1:0] a, b;
    output reg gt, lt, eq;
    always @ (a, b) begin
        gt <= 0; lt <= 0; eq <= 0;
        if(a > b)
            gt <= 1;
        else if(a < b) 
            lt <= 1;
        else 
            eq <= 1;
    end
endmodule
`timescale 1ns / 1ps
module MUX2x1(a, b, sel, d);
    parameter DATAWIDTH = 2;
    input [DATAWIDTH-1:0] a, b;
    input sel;
    output reg [DATAWIDTH-1:0] d;
    always @ (sel) begin
        if(~sel)
            d <= a;
        else
            d <= b;
    end
endmodule
`timescale 1ns / 1ps
module REG(d, clk, rst, q);
    parameter DATAWIDTH = 16;
    input [DATAWIDTH-1:0] d;
    input clk, rst;
    output reg [DATAWIDTH-1:0] q;
    always @(posedge clk) begin
        if(rst)
            q <= 0;
        else 
            q <= d;
    end
endmodule
`timescale 1ns / 1ps
module SHL(a, sh_amt, d);
    parameter DATAWIDTH = 0;
    input [DATAWIDTH-1:0] a, sh_amt;
    output reg [DATAWIDTH-1:0] d;
    always @ (a, sh_amt) begin
        d <= (a << sh_amt);    
    end
endmodule
`timescale 1ns / 1ps
module SHR(a, sh_amt, d);
    parameter DATAWIDTH = 0;
    input [DATAWIDTH-1:0] a, sh_amt;
    output reg [DATAWIDTH-1:0] d;
    always @ (a, sh_amt) begin
        d <= (a >> sh_amt);    
    end
endmodule
`timescale 1ns / 1ps
module SUB(a, b, diff);
    parameter DATAWIDTH = 16;
    input [DATAWIDTH-1:0] a, b;
    output reg [DATAWIDTH-1:0] diff;
    always @ (a, b) begin
        diff <= a - b;
    end
endmodule
[flow/run.sh]
#!/bin/bash
# OpenROAD 26Q1-2900-gdf79404cd8, Yosys 0.63+post, stock flow scripts
make -C /OpenROAD-flow-scripts/flow DESIGN_CONFIG=/design/flow/config.mk WORK_HOME=/design/flow/orfs finish
[flow/constraint.sdc]
current_design circuit5

set clk_period 66.1
set clk_io_pct 0.2

create_clock -name clk0 -period $clk_period [get_ports {rst}]

set non_clock_inputs [all_inputs -no_clocks]
set_input_delay [expr $clk_period * $clk_io_pct] -clock clk0 $non_clock_inputs
set_output_delay [expr $clk_period * $clk_io_pct] -clock clk0 [all_outputs]
==> impl_metrics.csv <==
group,metric,value,unit
status,outcome,"finished, final reports clean",
logic_synthesis,ys_warn_count,13,
clocking,clk_path_buf_depth,2,
final_timing,finalSetupViolCount,0,
critical_path,regToRegStartpoint,"REG_1.q[19]",
route,detail_route.first_pass.iterations,6,
placement,hpwl,47.0,mm
final_timing,setup_tns,0,ns
logic_synthesis,synthesis.area,0.0149,sq mm
floorplanning,initCoreUtil,0.304,
floorplanning,core,0.0491,sq mm
floorplanning,die_h,225,um
final_timing,hold_viol,0,
global_route,grt_pass1_wl,82.7,mm
finish,syn_to_final_growth,24.5,%
logic_synthesis,ys.flop_type,"dfxtp_1",
critical_path,r2r_slack,65.41,ns
critical_path,path_max_fanout,58,
final_timing,fin_skew,0.00763,ns
worst_hold_path,min-delay-start,"REG_0.q[22]",
placement,place.gp.congestion,0.949,
critical_path,r2r-end,"REG_2.q[19]",
critical_path,critPathRequiredTime,66.43,ns
finish,fillCellCount,5073,
flow_run,drv_cap,0,
finish,regArea,0.00258,sq mm
logic_synthesis,synth_area_per_cell,7.35,sq um
final_timing,timing.fmax,48.5,MHz
logic_synthesis,edf_count,0,
worst_hold_path,holdPathEnd,"REG_3.q[22]",
final_timing,relSlewSlack,0.448,
floorplanning,dieArea,0.0506,sq mm
route,ant_nets,0,
global_route,grt_pass1_vias,14400,
global_route,grt_max_degree,78,
critical_path,cp.arrival,20.96,ns
clocking,numClockSinks,129,
logic_synthesis,synth_flops,129,
logic_synthesis,synthArstFlopShare,0,
power_and_ir_drop,ir_drop,0.0000172,V
clocking,cts_buffers,17,
route,wl_per_cell,18.9,um
floorplanning,num_rows,81,
logic_synthesis,synth_cells,2031,
logic_synthesis,ys_chip_area,0.0149,sq mm
clocking,cts_root_buffer,"clkbuf_16",
clocking,post-cts-setup-buffer-count,0,
route,vias_per_cell,5.25,
critical_path,reg2reg_depth,2,
power_and_ir_drop,p_leak,7.98,nW
worst_hold_path,min_path_type,"reg2reg",
route,n_antenna_cell,0,
logic_synthesis,yosysUniqueCellTypes,77,
route,num_vias,15200,
placement,portBuffers,257,
logic_synthesis,seq_area_frac_synth,0.173,
global_route,grt_overflow,0,
finish,drive_above_1_share,0.0297,
critical_path,crit_type,"in2reg",
global_route,antenna_found_initial,6,
final_timing,min_period,20.63,ns
worst_hold_path,hold-path-cell-count,2,
clocking,cts_htree_levels,4,
clocking,clock_latency,0.40,ns
final_timing,final_max_slew_viol_count,0,
final_timing,fin_crit_sh,0.312,
final_timing,worst_pin_slew,0.824,ns
final_timing,hold_ws,0.444,ns
final_timing,rsz0062_at_grt,"false",
global_route,track_usage,0.215,
finish,layout_top_cells,"256 x clkdlybuf4s50_1, 243 x a21oi_1, 221 x ha_1, 218 x nor2_1, 175 x nand2_1",
finish,lay_top_count,"clkdlybuf4s50_1",
route,drc,0,
clocking,ctsHoldBuffers,0,
power_and_ir_drop,powerDensity,22.7,mW/mm^2
floorplanning,die_x,225,um
finish,logic_area,0.0116,sq mm
route,drt_iter0_markers,929,
critical_path,worstSetupEndpointType,"flop",
critical_path,worstSetupStartpointType,"input port",
route,finalWirelength,54.6,mm
clocking,tritoncts,"done",
clocking,clk_pin_slew,0.06,ns
floorplanning,ios,258,
clocking,post_cts_resized,0,
logic_synthesis,ys_cells,2031,
flow_run,tool_warnings,56,
## where the power goes
group | internal, W | switching, W
registers | 0.0000980 | 0.00000842
clock network | 0.0000631 | 0.0000326
logic | 0.0000967 | 0.000123
total | 0.000258 | 0.000165
## state kept, by name, indices dropped and copies added, names as in the netlist
register  cells
REG_0.q      33
REG_1.q      32
REG_2.q      32
REG_3.q      32
## routing by layer
| metal | routed length (um) | global-route usage | vias to the layer above |
|---|---|---|---|
| met3 | 2890 | 0.0288 | 74 |
| met2 | 24500 | 0.342 | 475 |
| met4 | 1510 | 0.0529 | 10 |
| met1 | 25600 | 0.310 | 6934 |
| met5 | 65 | 0 | - |
| li1 | - | - | 7665 |
## Yosys cell counts, types with 42 or more instances
| cell | n | area, sq um |
|---|---|---|
| a21o_1 | 95 | 713 |
| a21oi_1 | 243 | 1220 |
| clkbuf_1 | 80 | 300 |
| dfxtp_1 | 129 | 2580 |
| ha_1 | 221 | 2770 |
| inv_1 | 96 | 360 |
| nand2_1 | 176 | 661 |
| nand4_1 | 49 | 307 |
| nor2_1 | 219 | 822 |
| o21ai_0 | 98 | 490 |
| xnor2_1 | 95 | 832 |
| xor2_1 | 42 | 368 |
## logic make-up after synthesis
| group | Yosys count | share of synthesized area |
|---|---|---|
| buffers and inverters | 201 | 0.0522 |
| multiplexers | 39 | 0.0264 |
| AND-OR/OR-AND | 661 | 0.280 |
| AND/OR/NAND/NOR | 640 | 0.198 |
| flip-flops | 129 | 0.173 |
| XOR/XNOR | 137 | 0.0804 |
| adder cells (fa/ha/maj) | 224 | 0.189 |
## critical path, stage by stage
cell and delay (ns):
clkdlybuf4s50_1 0.49, ha_1 0.53, nor4_4 0.32, o2111ai_2 0.22, a31oi_4 0.25, o21ai_0 0.24, a21oi_1 0.45, a21oi_1 0.25
o31ai_1 0.56, or2_1 0.21, nand2_1 0.09, o311ai_1 0.64, ha_1 0.27, nand4_1 0.10, nor2_1 0.17, nand2_1 0.13
nor3_1 0.58, and2_1 0.24, a221o_4 0.43, buf_4 0.68, nand2_1 0.39, mux2_2 0.37, nor2_1 0.08
## worst max-delay path by stage
stage	start	cells past startpoint	to
CTS	a[0]	25	REG_1.q[1]
global route	a[0]	25	REG_1.q[1]
finish	a[8]	23	REG_1.q[1]
## final cells by class
type                            count  area share
Multi-Input combinational cell   1701       0.623
Sequential cell                   129       0.139
Clock buffer                       19      0.0233
Clock inverter                     13      0.0101
Timing Repair Buffer              261       0.140
Tap cell                          664      0.0447
Inverter                           99      0.0200
## per-stage QoR
stage / utilization / total power, W / cells / area, sq um / setup WS, ns
2_1_floorplan: - / 0.000247 / 2031 / 14900 / 47.88
3_3_place_gp: 0.366 / 0.000325 / 2854 / 18000 / 45.35
3_5_place_dp: 0.366 / 0.000326 / 2854 / 18000 / 45.23
4_1_cts: 0.379 / 0.000423 / 2886 / 18600 / 45.61
5_1_grt: 0.379 / 0.000454 / 2886 / 18600 / 45.08
6_report: 0.379 / 0.000422 / 2886 / 18600 / 45.47
Power is estimated from default activity; no workload was simulated.
