$ cat flow/config.mk
export PLATFORM = sky130hd
export DESIGN_NAME = circuit4
export DESIGN_NICKNAME = circuit4
export VERILOG_FILES = /design/flow/design.v
export SDC_FILE = /design/flow/constraint.sdc
export NUM_CORES = 4
export LEC_CHECK = 1
export CORE_UTILIZATION = 30
$ cat flow/constraint.sdc
current_design circuit4

set clk_period 8.5
set clk_io_pct 0.2

create_clock -name clk0 -period $clk_period [get_ports {clk}]

set non_clock_inputs [all_inputs -no_clocks]
set_input_delay [expr $clk_period * $clk_io_pct] -clock clk0 $non_clock_inputs
set_output_delay [expr $clk_period * $clk_io_pct] -clock clk0 [all_outputs]
$ cat flow/design.v
`timescale 1ns / 1ps
module circuit4(a, b, c, d, e, f, g, h, i, j, k, l, m, n, o, p, fin, clk, rst);
    input [7:0] a, b, c, d, e, f, g, h, i, j, k, l, m, n, o, p;
    input clk, rst;
    output [31:0] fin;
    wire [31:0] t1, t2, t3, t4, t5, t6, t7, t8, t9, t10, t11, t12, t13, t14;
    ADD    #(.DATAWIDTH(8))   ADD_0(a, b, t1);
    ADD    #(.DATAWIDTH(32))   ADD_1(t1, c, t2);
    ADD    #(.DATAWIDTH(32))   ADD_2(t2, d, t3);
    ADD    #(.DATAWIDTH(32))   ADD_3(t3, e, t4);
    ADD    #(.DATAWIDTH(32))   ADD_4(t4, f, t5);
    ADD    #(.DATAWIDTH(32))   ADD_5(t5, g, t6);
    ADD    #(.DATAWIDTH(32))   ADD_6(t6, h, t7);
    ADD    #(.DATAWIDTH(32))   ADD_7(t7, i, t8);
    ADD    #(.DATAWIDTH(32))   ADD_8(t8, j, t9);
    ADD    #(.DATAWIDTH(32))   ADD_9(t9, l, t10);
    ADD    #(.DATAWIDTH(32))   ADD_10(t10, m, t11);
    ADD    #(.DATAWIDTH(32))   ADD_11(t11, n, t12);
    ADD    #(.DATAWIDTH(32))   ADD_12(t12, o, t13);
    ADD    #(.DATAWIDTH(32))   ADD_13(t13, p, t14);
    REG    #(.DATAWIDTH(32))   REG_1(t14, clk, rst, fin);
endmodule
`timescale 1ns / 1ps
module ADD(a, b, sum);
    parameter DATAWIDTH = 8;
    input [DATAWIDTH-1:0] a, b;
    output reg [DATAWIDTH:0] sum;     
    always @ (a, b) begin
       sum <= a + b;
    end
endmodule
`timescale 1ns / 1ps
module REG(d, clk, rst, q);
    parameter DATAWIDTH = 16;
    input [DATAWIDTH-1:0] d;
    input clk, rst;
    output reg [DATAWIDTH-1:0] q;
    always @(posedge clk) begin
        if(rst)
            q <= 0;
        else 
            q <= d;
    end
endmodule
$ cat flow/run.sh
#!/bin/bash
# OpenROAD 26Q1-2900-gdf79404cd8, Yosys 0.63+post, stock flow scripts
make -C /OpenROAD-flow-scripts/flow DESIGN_CONFIG=/design/flow/config.mk WORK_HOME=/design/flow/orfs finish
==> flow_summary.yaml <==
# physical design summary
flow_run:
  drv_cap: 0
  warnings: 33
layout:
  reg_top3: "REG_1.q x13"
  area.growth.synth_to_final_pct: 42.2
  drive_gt1_share_pct: 1.59
  fillers: 1101
  fin_util_pct: 44.3
  largest_reg_flops: 13
  regMostFlops: "REG_1.q"
  final_cells: 645
setup_path:
  endpoint_kind: "flop"
  crit_required_ps: 8620
  start_kind: "primary input"
  critPathKind: "in -> reg"
  path_max_fanout: 3
  arrival_ps: 7100
sta:
  rsz0062_at_grt: "false"
  finalSetupViolations: 0
  period_needed_ps: 6980
  setup_ws_ps: 1520
  hold_viol: 0
  tightestPinTransition_ps: 528
  fmax_mhz: 143
  slew_viol_final: 0
  setup_tns_ps: 0
  max_slew_margin_pct: 64.7
  period_used_pct: 82.1
worst_hold_path:
  worstHoldStart: "p[0]"
  min_to: "REG_1.q[1]$_SDFF_PP0_"
  worstHoldPathType: "in -> reg"
  holdPathStages: 4
floorplan:
  coreArea_sq_mm: 0.0116
  chipArea_sq_mm: 0.0125
  rows: 39
  floorplanUtilization_pct: 31.2
  die_x_um: 112
  dieHeight_um: 112
  ioPinCount: 162
clock_network:
  clock_sinks: 13
  cts_root_buf: "clkbuf_16"
  cts_max_path_buffers: 2
  post_cts_resized: 0
  ctsHoldBuffers: 0
  cts_setup_buffers: 0
  cts_buffers: 3
  h-tree-depth: 1
  cts_tree: "yes"
  clk_pin_slew_ps: 40
logic_synthesis:
  edf_count: 0
  yosys_cells: 366
  synthArstFlopShare_pct: 0
  synth-area-yosys_sq_mm: 0.00360
  synth-main-ff-cell: "dfxtp_1"
  avgSynthCellArea_sq_um: 9.85
  ys.flops: 13
  ys_seq_share_pct: 7.22
  yosys_warnings: 30
  syn-cell-area_sq_mm: 0.00360
  netlist_instances: 366
  ys_types: 26
drt:
  drc: 23
  antenna-diode-count: 0
  first_iter_violations: 44
  wl_mm: 6.44
  viasPerCell: 3.93
  drt_pass1_iterations: 48
  post_drt_wl_per_cell_um: 9.98
  final_antenna_net_count: 0
  vias: 2537
grt:
  antenna_found_initial: 0
  overflow: 0
  grt_pass1_vias: 2869
  grt.total_usage_pct: 12.5
  grt_pass1_wl_mm: 12.0
  grt_max_degree: 17
placement:
  gp_congestion: 0.808
  dp_slack_ps: 1230
  io_buffers: 134
  dp.cells: 641
  hpwlAfterDp_mm: 6.42
status:
  violations: "DRC"
  status: "complete, but fails checks"
cell usage in the layout (no fill, tap or decap):
| cell type | synthesis | routed |
|---|---|---|
| a211oi_1 | 1 | 1 |
| a211oi_2 | 1 | 1 |
| a21o_1 | 6 | 6 |
| a21oi_1 | 5 | 5 |
| a221oi_2 | 1 | 1 |
| a311oi_1 | 1 | 1 |
| and4_1 | 1 | 1 |
| clkbuf_1 | 1 | 1 |
| clkbuf_16 | 0 | 3 |
| clkdlybuf4s50_1 | 0 | 134 |
| conb_1 | 1 | 19 |
| dfxtp_1 | 13 | 13 |
| fa_1 | 100 | 100 |
| ha_1 | 20 | 20 |
| inv_1 | 159 | 159 |
| mux2_1 | 1 | 1 |
| mux2_2 | 3 | 3 |
| nand2_1 | 4 | 4 |
| nor2_1 | 9 | 9 |
| nor2b_1 | 8 | 8 |
| nor3_1 | 2 | 2 |
| o211a_1 | 1 | 1 |
| o21a_1 | 1 | 1 |
| o21ai_0 | 4 | 4 |
| o21ai_1 | 1 | 1 |
| o21bai_1 | 1 | 1 |
| xnor2_1 | 2 | 2 |
per-layer routing:
metal  track usage, %  part of all wire [%]  up-vias
li1                 -                     -     1230
met1             17.4                    38     1194
met2             21.5                    49      113
met3             3.66                    13        0
met4            0.180                     0        0
met5                0                     0        -
synthesized netlist by cell type, drive strengths merged (2+ instances only):
| cell type | n | area (sq um) |
|---|---|---|
| buf | 19 | 143 |
| o21ai | 5 | 25.0 |
| fa | 100 | 2000 |
| inv | 159 | 597 |
| dfxtp | 13 | 260 |
| nand2 | 4 | 15.0 |
| a21o | 6 | 45.0 |
| nor3 | 2 | 10.0 |
| nor2b | 8 | 50.1 |
| mux2 | 4 | 45.0 |
| nor2 | 9 | 33.8 |
| a21oi | 5 | 25.0 |
| ha | 20 | 250 |
| xnor2 | 2 | 17.5 |
| a211oi | 2 | 20.0 |
kinds of logic after synthesis:
group,Yosys count,synth area share (%)
buffers and inverters,179,20.6
adder cells (fa/ha/maj),120,62.5
flip-flops,13,7.22
AND-OR/OR-AND,23,4.55
AND/OR/NAND/NOR,24,3.26
XOR/XNOR,2,0.486
multiplexers,4,1.25
other,1,0.104
worst max-delay path by stage:
stage	to	slack (ps)	from
4_1_cts	REG_1.q[10]$_SDFF_PP0_	1480	a[2]
6_report	REG_1.q[10]$_SDFF_PP0_	1520	a[2]
5_1_grt	REG_1.q[10]$_SDFF_PP0_	1260	a[2]
metrics by stage:
step	cell area, sq um	hold slack, ps
after floorplan	3670	1900
after global placement	5040	2370
after CTS	5120	2370
after detailed placement	5040	2370
after global routing	5120	2420
final	5120	2360
final cells by class:
cell class	instances	area [sq um]	share of cell area (%)
well taps	143	179	3.49
clock buffers	4	78.8	1.54
repair buffers	134	1340	26.2
flip-flops and latches	13	260	5.08
inverters	159	597	11.6
multi-input cells	192	2670	52.1
critical path: stages:
cell and delay [ps]:
clkdlybuf4s50_1 450, inv_1 50, fa_1 520, inv_1 60, fa_1 510, fa_1 530
fa_1 550, inv_1 60, fa_1 500, fa_1 540, inv_1 40, ha_1 240
fa_1 410, a21o_1 180, a21o_1 200, a21oi_1 210, mux2_2 360
