--- ./config.mk ---
export PLATFORM = sky130hd
export DESIGN_NAME = circuit6
export DESIGN_NICKNAME = circuit6
export VERILOG_FILES = /design/flow/design.v
export SDC_FILE = /design/flow/constraint.sdc
export NUM_CORES = 4
export LEC_CHECK = 1
export CORE_UTILIZATION = 40
--- ./constraint.sdc ---
current_design circuit6

set clk_period 47.8
set clk_io_pct 0.2

create_clock -name clk0 -period $clk_period [get_ports {clk}]

set non_clock_inputs [all_inputs -no_clocks]
set_input_delay [expr $clk_period * $clk_io_pct] -clock clk0 $non_clock_inputs
set_output_delay [expr $clk_period * $clk_io_pct] -clock clk0 [all_outputs]
--- ./run.sh ---
#!/bin/bash
# OpenROAD 26Q1-2900-gdf79404cd8, Yosys 0.63+post, stock flow scripts
make -C /OpenROAD-flow-scripts/flow DESIGN_CONFIG=/design/flow/config.mk WORK_HOME=/design/flow/orfs finish
--- ./design.v ---
`timescale 1ns / 1ps
module circuit6(a, b, c, d, e, f, g, h, num, clk, rst, avg);
    input [15:0] a, b, c, d, e, f, g, h, num;
    input clk, rst;
    output [15:0] avg;
    wire [15:0] r1, r2, r3, r4, r5, r6, r7 ;     
    wire [15:0] avgwire;
    wire [31:0] t1, t2, t3, t4, t5, t6, t7;
    ADD     #(.DATAWIDTH(32))   ADD_0(a, b, t1);
    REG     #(.DATAWIDTH(32))   REG_0(t1, clk, rst, r1);
    ADD     #(.DATAWIDTH(32))   ADD_1(r1, c, t2);
    REG     #(.DATAWIDTH(32))   REG_1(t2, clk, rst, r2);
    ADD     #(.DATAWIDTH(32))   ADD_2(r2, d, t3);
    REG     #(.DATAWIDTH(32))   REG_2(t3, clk, rst, r3);
    ADD     #(.DATAWIDTH(32))   ADD_3(r3, e, t4);
    REG     #(.DATAWIDTH(32))   REG_3(t4, clk, rst, r4);
    ADD     #(.DATAWIDTH(32))   ADD_4(r4, f, t5);
    REG     #(.DATAWIDTH(32))   REG_4(t5, clk, rst, r5);
    ADD     #(.DATAWIDTH(32))   ADD_5(r5, g, t6);
    REG     #(.DATAWIDTH(32))   REG_5(t6, clk, rst, r6);
    ADD     #(.DATAWIDTH(32))   ADD_6(r6, h, t7);
    REG     #(.DATAWIDTH(32))   REG_6(t7, clk, rst, r7);
    DIV     #(.DATAWIDTH(32))   DIV_0(r7, num, avgwire);
    REG     #(.DATAWIDTH(32))   REG_7(avgwire, clk, rst, avg);
endmodule
`timescale 1ns / 1ps
module ADD(a, b, sum);
    parameter DATAWIDTH = 8;
    input [DATAWIDTH-1:0] a, b;
    output reg [DATAWIDTH:0] sum;     
    always @ (a, b) begin
       sum <= a + b;
    end
endmodule
`timescale 1ns / 1ps
module DIV(a, b, quot);
    parameter DATAWIDTH = 0;
    input [DATAWIDTH-1:0] a, b;
    output reg [DATAWIDTH-1:0] quot;
    always @ (a, b) begin
        quot <= a/b;
    end
endmodule
`timescale 1ns / 1ps
module REG(d, clk, rst, q);
    parameter DATAWIDTH = 16;
    input [DATAWIDTH-1:0] d;
    input clk, rst;
    output reg [DATAWIDTH-1:0] q;
    always @(posedge clk) begin
        if(rst)
            q <= 0;
        else 
            q <= d;
    end
endmodule
==> run summary <==
The following summarizes the physical implementation.

Min path
The worst min-delay path startpoint is REG_3.q[0]$_SDFF_PP0_. In this run the worst hold path is classified as reg -> reg.

Yosys
The average footprint of a synthesized cell is about 7.5 sq um. The total cells reported by yosys after synthesis is around 4,000. The fraction of synthesized cell area in xor and xnor cells is 8.24%.

The share of synthesized area occupied by flip-flops and latches is 8.64%. The cell area after technology mapping is between 20,000 and 30,000 sq um. The cell-mix breakdown from Yosys lists the adder-cell area share as a little over a fifth. In this run, the synthesized area fraction spent on and/or/nand/nor cells is recorded as a little under a quarter.

Yosys attributes the largest share of cell area to ha_1 (21%), dfxtp_1 (8.6%), xnor2_1 (6.1%), nor2_1 (5.6%), a21oi_1 (5.2%). Of all flip-flops after synthesis, the portion carrying an async set or reset was 0%. According to the Yosys statistics, the synthesized design has a chip area of around 30,000 sq um. Synthesis produced 3,981 cells. Among all flip-flop cells after synthesis, the most frequent one is dfxtp_1. Ranked by instance count, the synthesized netlist is headed by ha_1 (499), nor2_1 (440), a21oi_1 (309). During synthesis, Yosys emitted a total of 36 warnings.

The fraction of post-synthesis cell area in the top cell type by area is 21.0%. The top cell type by total area after synthesis is ha_1. The leading cell type by number of instances after synthesis is ha_1. The area share of and-or/or-and cells after synthesis is 29.8%.

After synthesis, the largest family of logic cells by area is AND-OR/OR-AND gates. The synthesis-stage register bit count is between 100 and 150. The number of library cell types mapped by synthesis is between 100 and 150. The synthesized design contains 0 enable-type register cells. The area fraction in mux cells is 4.75%.

Clock tree
The insertion delay at the late pin of the worst-skew pair is approximately 0.48 ns. Per the CTS log, the buffer count on the longest clock path is 2. TritonCTS reports the number of clock sinks as 128.

The TritonCTS clock tree is built. Clock-pin slew was measured on the worst setup and hold paths at ~0.09 ns. The H-tree was split into 4 levels. CTS added clock buffers totalling 17. The cell at the root of the clock tree is clkbuf_16.

Global route
The maximum number of pins on one net before global-route repair is 69. The via count of the first global-routing pass is roughly 36,000. The first global-routing pass estimated around 180 mm of wire. Global routing finished with a remaining overflow of 0. The initial antenna violation count came to 5. The global routing report lists combined usage of all routing layers as about 30%.

Outcome
The final reports fail on DRC, setup timing. The flow ran to the end, but the final reports show violations.

Floorplanning
The total area inside the core boundary comes to about 73,000 sq um. The count of boundary I/O pins is 162. After floorplanning, the core was divided into 99 placement rows.

The core utilization before placement is between 40% and 50%. The die outline width is 274 um. The area of the die is 75,300 sq um.

The die outline height is 274 um.

Placement
The number of buffers inserted by port buffering is between 150 and 200. The sum of net half-perimeters after detailed placement is around 84 mm. Per the gpl log, the routability congestion estimate is around 0.99.

Worst setup path
The worst endpoint required time is around 48 ns. The kind of start point of the critical path is an input pin. The launching instance or port of the critical path is num[1]. The slowest stage of the critical path belongs to the cell or4b_4. For reference, the most critical setup path is categorized as in -> reg. The worst setup path is captured at a flip-flop.

The maximum fanout along the worst path is 10. The reg-to-reg critical path startpoint is REG_6.q[0]$_SDFF_PP0_. The cell occurring most often along the worst timing path is buf_4.

The arrival time of data at the critical path endpoint is 86.92 ns. The delay contributed by the slowest stage of the critical path is 0.55 ns.

Timing
For the finished layout, the period the worst path requires is ~87 ns. On the final layout, the worst hold slack is 0.554 ns. The hold violation count in the final report is 0. At the pin with the least slew margin, the transition time is 0.727 ns. The final timing report gives a worst setup slack of -38.76 ns. In the final run the clock tree shows a worst skew of about 0.027 ns. The final setup violation count is 11.

Counting pins that exceed their max-slew limit in the final report gives 0. The maximum clock frequency is 11.6 MHz. The max-slew headroom at the worst pin is 51.5%. Setup repair after global routing could not meet its margin everywhere. After layout, the worst path uses 181% of the clock period.

Drt
The highest metal layer used by the detailed router is met5. The detailed-route DRC error count is 3. Summing over every cut layer, the via total after detailed routing is between 30,000 and 40,000. For this block, wires on met1 add up to approximately 52 mm. The via density per instance is 5.48. Detailed routing placed a total of approximately 7.5 mm of wire on met3.

After the first detailed-routing iteration, the DRC count stood at roughly 2,200. For this sky-water flow run, the detailed-routed wirelength per cell is reported as between 15 and 20 um. The iteration count recorded for the first detailed-route pass is ~50. The routed design has 116 mm of wire. In the detailed route, the total length drawn on met2 is 52.3 mm.

In this run the remaining antenna-violating nets after routing total 0.

Cells and area
The final report gives the core utilization as between 60 and 70%. Between the synthesized netlist and the finished layout, the area growth was recorded as 69.4%. Cells with a size suffix above 1 make up a little over two fifths of the layout.

After filler insertion, the fill cell instance count of the layout stands at around 5,300.

Job
The number of maximum-capacitance constraint violations is 0. The warning total across the stage logs is 30.
## state kept, by name, indices dropped and copies added, names as in the netlist
register	flops
REG_0.q	16
REG_1.q	16
REG_2.q	16
REG_3.q	16
REG_4.q	16
REG_5.q	16
REG_6.q	16
REG_7.q	16
## worst max-delay path: cells and delay by family
kind	cells	cell delay [ns]
buffers and inverters	115	14.74
muxes	12	3.60
AOI/OAI and AO/OA	190	34.50
xor gates and xnor gates	1	0.14
adders and majority gates	28	7.10
and+or+nand+nor	95	17.21
## through the flow
stage	worst slack [ns]	instances	area [sq um]	setup TNS [ns]
2_1_floorplan	-42.19	3996	31300	-247.86
3_3_place_gp	-39.51	6429	44000	-234.54
3_5_place_dp	-40.57	6429	44000	-242.67
4_1_cts	-36.62	6834	48900	-206.80
5_1_grt	-42.39	6916	50300	-252.97
6_report	-38.76	6916	50300	-221.79
## cell usage in the layout, fill, tap and decap left out, types with 58 or more instances in the layout
cell	n
a21o_1	105
a21oi_1	247
buf_4	1793
buf_6	70
clkdlybuf4s50_1	148
dfxtp_1	128
ha_1	430
ha_4	62
inv_1	125
mux2_2	69
nand2_1	221
nand3_1	58
nor2_1	394
nor2b_1	63
nor3_1	222
o21a_1	191
o21ai_0	100
o21bai_1	76
o31ai_1	64
or2_2	62
xnor2_1	205
xor2_1	70
## cell type report
class / instances / area, sq um / share of cell area (%)
Multi-Input combinational cell: 3626 / 29400 / 58.4
Timing Repair Buffer: 2030 / 16000 / 31.9
Sequential cell: 128 / 2560 / 5.10
Inverter: 137 / 522 / 1.04
Tap cell: 959 / 1200 / 2.39
Antenna cell: 4 / 10.0 / 0.0199
Clock inverter: 14 / 138 / 0.274
Clock buffer: 18 / 439 / 0.874
## final timing paths
kind                                              end  slack [ns]  depth (start not counted)
worst min register to register  REG_4.q[0]$_SDFF_PP0_        0.55                          2
worst max register to register  REG_7.q[0]$_SDFF_PP0_      -30.45                        442
worst min-delay path            REG_4.q[0]$_SDFF_PP0_        0.55                          2
worst max-delay path            REG_7.q[0]$_SDFF_PP0_      -38.76                        441
## repair_timing
item,in CTS,in global routing
hold buffers,0,0
gates cloned,5,0
buffers inserted,374,83
resized,329,170
endpoints found under the setup margin,11,11
pin swaps,208,130
## per-layer routing
metal / vias up / global-route usage [%]
li1: 18900 / -
met1: 17500 / 40.9
met2: 1195 / 49.6
met3: 283 / 4.95
met4: 2 / 8.45
met5: - / 0
## cells by family (layout without fill, tap and decap cells)
group	Yosys count	in the layout
AND/OR/NAND/NOR	1421	1421
AND-OR/OR-AND	1273	1274
adder cells (fa/ha/maj)	508	508
XOR/XNOR	279	279
buffers and inverters	243	2199
multiplexers	128	128
flip-flops	128	128
other	1	20
